$ cat flow/config.mk
export PLATFORM = sky130hd
export DESIGN_NAME = controller
export DESIGN_NICKNAME = controller
export VERILOG_FILES = /design/flow/design.v
export SDC_FILE = /design/flow/constraint.sdc
export NUM_CORES = 4
export LEC_CHECK = 1
export CORE_AREA = 10 10 130 130
export DIE_AREA = 0 0 140 140
$ cat flow/constraint.sdc
current_design controller

set clk_period 1.7
set clk_io_pct 0.2

create_clock -name clk0 -period $clk_period [get_ports {clk}]

set non_clock_inputs [all_inputs -no_clocks]
set_input_delay [expr $clk_period * $clk_io_pct] -clock clk0 $non_clock_inputs
set_output_delay [expr $clk_period * $clk_io_pct] -clock clk0 [all_outputs]
$ cat flow/design.v
`timescale 1ns / 1ps
module controller(
input clk, input rst,      
input [7:0] a11, a12, a13, a14, a21, a22, a23, a24, a31, a32, a33, a34, a41, a42, a43, a44,  
input [7:0] b11, b12, b13, b21, b22, b23, b31, b32, b33,  
output reg rst_memory, rst_PE, rst_3by3, rst_2by2, rst_display,  
output reg on_PE, on_3by3, on_2by2, on_display,  
output reg [7:0] A_PE, W_PE,  
output reg [7:0] A1_3by3, A2_3by3, A3_3by3, W1_3by3, W2_3by3, W3_3by3,  
output reg [7:0] A1_2by2, A2_2by2, W1_2by2, W2_2by2,  
output reg C11_PE, C12_PE, C21_PE, C22_PE, 
output reg C11_3by3, C12_3by3, C21_3by3, C22_3by3, 
output reg C11_2by2, C12_2by2, C21_2by2, C22_2by2  
    );
    reg [2:0] state;  
    reg [5:0] cnt_PE;
    reg [5:0] cnt_3by3;
    reg [5:0] cnt_2by2;
    parameter start = 0;  
    parameter initialize_module = 1;  
    parameter computation_PE = 2;  
    parameter computation_3by3_sa = 3;  
    parameter computation_2by2_sa = 4;  
    parameter display = 5;  
    always @ (posedge clk)
    begin
        if (rst)
            state <= start;
        else begin
            case (state)
                start              : state <= initialize_module;
                initialize_module  : state <= computation_PE;
                computation_PE     : begin
                if (cnt_PE == 48) state <= computation_3by3_sa;
                else cnt_PE <= cnt_PE + 1;
                end
                computation_3by3_sa: begin
                if (cnt_3by3 == 32) state <= computation_2by2_sa;
                else cnt_3by3 <= cnt_3by3 + 1;
                end
                computation_2by2_sa: begin
                if (cnt_2by2 == 8) state <= display;
                else cnt_2by2 <= cnt_2by2 + 1;
                end
            endcase
        end
     end
     always @ (posedge clk)
     begin
        case (state)
            start : begin  
                rst_memory <= 0; rst_PE <= 0; rst_3by3 <= 0; rst_2by2 <= 0; rst_display <= 0;
                on_PE <= 0; on_3by3 <= 0; on_2by2 <= 0; on_display <= 0;
                cnt_PE <= 0; cnt_3by3 <= 0; cnt_2by2 <= 0;     
                A_PE <= 0; W_PE <= 0;
                A1_3by3 <= 0; W1_3by3 <= 0; A2_3by3 <= 0; W2_3by3 <= 0; A3_3by3 <= 0; W3_3by3 <= 0;
                A1_2by2 <= 0; W1_2by2 <= 0; A2_2by2 <= 0; W2_2by2 <= 0;
                C11_PE <= 0; C12_PE <= 0;  C21_PE <= 0; C22_PE <= 0;
                C11_3by3 <= 0; C12_3by3 <= 0;  C21_3by3 <= 0; C22_3by3 <= 0;
                C11_2by2 <= 0; C12_2by2 <= 0;  C21_2by2 <= 0; C22_2by2 <= 0;
            end
            initialize_module : begin  
                rst_memory <= 1;
                rst_PE <= 1;
                rst_3by3 <= 1;
                rst_2by2 <= 1;
            end
            computation_PE : begin  
                case (cnt_PE)
                0 : begin rst_PE <= 0; on_PE <= 1; end
                1 : begin A_PE <= a11 ; W_PE <= b33; end
                2 : begin A_PE <= a12 ; W_PE <= b32; end
                3 : begin A_PE <= a13 ; W_PE <= b31; end
                4 : begin A_PE <= a21 ; W_PE <= b23; end
                5 : begin A_PE <= a22 ; W_PE <= b22; end
                6 : begin A_PE <= a23 ; W_PE <= b21; end
                7 : begin A_PE <= a31 ; W_PE <= b13; end
                8 : begin A_PE <= a32 ; W_PE <= b12; end
                9 : begin A_PE <= a33 ; W_PE <= b11; end
               10 : begin C11_PE <= 1; end
               11 : begin C11_PE <= 0; rst_PE <= 1; end
               12 : begin rst_PE <= 0; end
               13 : begin A_PE <= a12 ; W_PE <= b33; end
               14 : begin A_PE <= a13 ; W_PE <= b32; end
               15 : begin A_PE <= a14 ; W_PE <= b31; end
               16 : begin A_PE <= a22 ; W_PE <= b23; end
               17 : begin A_PE <= a23 ; W_PE <= b22; end
               18 : begin A_PE <= a24 ; W_PE <= b21; end
               19 : begin A_PE <= a32 ; W_PE <= b13; end
               20 : begin A_PE <= a33 ; W_PE <= b12; end
               21 : begin A_PE <= a34 ; W_PE <= b11; end
               22 : begin C12_PE <= 1; end
               23 : begin C12_PE <= 0; rst_PE <= 1; end
               24 : begin rst_PE <= 0; end
               25 : begin A_PE <= a21 ; W_PE <= b33; end
               26 : begin A_PE <= a22 ; W_PE <= b32; end
               27 : begin A_PE <= a23 ; W_PE <= b31; end
               28 : begin A_PE <= a31 ; W_PE <= b23; end
               29 : begin A_PE <= a32 ; W_PE <= b22; end
               30 : begin A_PE <= a33 ; W_PE <= b21; end
               31 : begin A_PE <= a41 ; W_PE <= b13; end
               32 : begin A_PE <= a42 ; W_PE <= b12; end
               33 : begin A_PE <= a43 ; W_PE <= b11; end
               34 : begin C21_PE <= 1; end
               35 : begin C21_PE <= 0; rst_PE <= 1; end
               36 : begin rst_PE <= 0; end
               37 : begin A_PE <= a22 ; W_PE <= b33; end
               38 : begin A_PE <= a23 ; W_PE <= b32; end
               39 : begin A_PE <= a24 ; W_PE <= b31; end
               40 : begin A_PE <= a32 ; W_PE <= b23; end
               41 : begin A_PE <= a33 ; W_PE <= b22; end
               42 : begin A_PE <= a34 ; W_PE <= b21; end
               43 : begin A_PE <= a42 ; W_PE <= b13; end
               44 : begin A_PE <= a43 ; W_PE <= b12; end
               45 : begin A_PE <= a44 ; W_PE <= b11; end
               46 : begin C22_PE <= 1; end
               47 : begin C22_PE <= 0; rst_PE <= 1; on_PE <= 0; end           
                endcase
            end
            computation_3by3_sa : begin  
                case (cnt_3by3)
                0 : begin rst_3by3 <= 0; on_PE <= 1; on_3by3 <=1; end
                1 : begin A1_3by3 <= a11; A2_3by3 <= 0; A3_3by3 <= 0; W1_3by3 <= b33; W2_3by3 <= 0; W3_3by3 <= 0; end
                2 : begin A1_3by3 <= a12; A2_3by3 <= a21; A3_3by3 <= 0; W1_3by3 <= b32; W2_3by3 <= b23; W3_3by3 <= 0; end
                3 : begin A1_3by3 <= a13; A2_3by3 <= a22; A3_3by3 <= a31; W1_3by3 <= b31; W2_3by3 <= b22; W3_3by3 <= b13; end
                4 : begin A1_3by3 <= 0; A2_3by3 <= a23; A3_3by3 <= a32; W1_3by3 <= 0; W2_3by3 <= b21; W3_3by3 <= b12; end
                5 : begin A1_3by3 <= 0; A2_3by3 <= 0; A3_3by3 <= a33; W1_3by3 <= 0; W2_3by3 <= 0; W3_3by3 <= b11; end
                6 : begin C11_3by3 <= 1; end
                7 : begin C11_3by3 <= 0; rst_3by3 <= 1; end
                8 : begin rst_3by3 <= 0; on_PE <= 1; on_3by3 <=1; end
                9 : begin A1_3by3 <= a12; A2_3by3 <= 0; A3_3by3 <= 0; W1_3by3 <= b33; W2_3by3 <= 0; W3_3by3 <= 0; end
               10 : begin A1_3by3 <= a13; A2_3by3 <= a22; A3_3by3 <= 0; W1_3by3 <= b32; W2_3by3 <= b23; W3_3by3 <= 0; end
               11 : begin A1_3by3 <= a14; A2_3by3 <= a23; A3_3by3 <= a32; W1_3by3 <= b31; W2_3by3 <= b22; W3_3by3 <= b13; end
               12 : begin A1_3by3 <= 0; A2_3by3 <= a24; A3_3by3 <= a33; W1_3by3 <= 0; W2_3by3 <= b21; W3_3by3 <= b12; end
               13 : begin A1_3by3 <= 0; A2_3by3 <= 0; A3_3by3 <= a34; W1_3by3 <= 0; W2_3by3 <= 0; W3_3by3 <= b11; end
               14 : begin C12_3by3 <= 1; end
               15 : begin C12_3by3 <= 0; rst_3by3 <= 1; end
               16 : begin rst_3by3 <= 0; on_PE <= 1; on_3by3 <=1; end
               17 : begin A1_3by3 <= a21; A2_3by3 <= 0; A3_3by3 <= 0; W1_3by3 <= b33; W2_3by3 <= 0; W3_3by3 <= 0; end
               18 : begin A1_3by3 <= a22; A2_3by3 <= a31; A3_3by3 <= 0; W1_3by3 <= b32; W2_3by3 <= b23; W3_3by3 <= 0; end
               19 : begin A1_3by3 <= a23; A2_3by3 <= a32; A3_3by3 <= a41; W1_3by3 <= b31; W2_3by3 <= b22; W3_3by3 <= b13; end
               20 : begin A1_3by3 <= 0; A2_3by3 <= a33; A3_3by3 <= a42; W1_3by3 <= 0; W2_3by3 <= b21; W3_3by3 <= b12; end
               21 : begin A1_3by3 <= 0; A2_3by3 <= 0; A3_3by3 <= a43; W1_3by3 <= 0; W2_3by3 <= 0; W3_3by3 <= b11; end
               22 : begin C21_3by3 <= 1; end
               23 : begin C21_3by3 <= 0; rst_3by3 <= 1; end
               24 : begin rst_3by3 <= 0; on_PE <= 1; on_3by3 <=1; end
               25 : begin A1_3by3 <= a22; A2_3by3 <= 0; A3_3by3 <= 0; W1_3by3 <= b33; W2_3by3 <= 0; W3_3by3 <= 0; end
               26 : begin A1_3by3 <= a23; A2_3by3 <= a32; A3_3by3 <= 0; W1_3by3 <= b32; W2_3by3 <= b23; W3_3by3 <= 0; end
               27 : begin A1_3by3 <= a24; A2_3by3 <= a33; A3_3by3 <= a42; W1_3by3 <= b31; W2_3by3 <= b22; W3_3by3 <= b13; end
               28 : begin A1_3by3 <= 0; A2_3by3 <= a34; A3_3by3 <= a43; W1_3by3 <= 0; W2_3by3 <= b21; W3_3by3 <= b12; end
               29 : begin A1_3by3 <= 0; A2_3by3 <= 0; A3_3by3 <= a44; W1_3by3 <= 0; W2_3by3 <= 0; W3_3by3 <= b11; end
               30 : begin C22_3by3 <= 1; end
               31 : begin C22_3by3 <= 0; rst_3by3 <= 1; on_PE <= 0; on_3by3 <=0; end                                                
                endcase
            end
            computation_2by2_sa : begin  
                case (cnt_2by2)
                0 : begin rst_2by2 <= 0; on_PE <= 1; on_2by2 <=1; end
                1 : begin A1_2by2 <= 0; A2_2by2 <= 0; W1_3by3 <= 0; W2_3by3 <= 0; end
                2 : begin A1_2by2 <= 0; A2_2by2 <= 0; W1_3by3 <= 0; W2_3by3 <= 0; end
                3 : begin A1_2by2 <= 0; A2_2by2 <= 0; W1_3by3 <= 0; W2_3by3 <= 0; end
                4 : begin A1_2by2 <= 0; A2_2by2 <= 0; W1_3by3 <= 0; W2_3by3 <= 0; end
                5 : begin A1_2by2 <= 0; A2_2by2 <= 0; W1_3by3 <= 0; W2_3by3 <= 0; end
                7 : begin C11_2by2 <= 0; rst_2by2 <= 1; end
                endcase
            end
            display : begin  
                on_display <= 1;
            end
        endcase
    end
endmodule
$ cat flow/run.sh
#!/bin/bash
# OpenROAD 26Q1-2900-gdf79404cd8, Yosys 0.63+post, stock flow scripts
make -C /OpenROAD-flow-scripts/flow DESIGN_CONFIG=/design/flow/config.mk WORK_HOME=/design/flow/orfs finish
==> qor.yml <==
route:
  drtIter0Drc: 4
  drc: 0
  vias: 532
  wl_per_cell_um: 6.81
  antennaDiodeCount: 0
  viasPerCell: 1.60
  antenna_left: 0
  drtPass1Iterations: 2
  totalWireLength_mm: 2.27
cells_and_area:
  area_growth_syn_to_layout_pct: -1.07
  fin_cells: 333
  layout-drive-gt1-share_pct: 5.88
  regMostFlops: "state"
  final_area_mm2: 0.00128
  largest_register_ffs: 6
critical_path:
  ff2ff_setup_slack_ps: 510
  r2r-end: "on_PE$_DFFE_PP_"
  worst-r2r-cell-count: 1
  critical_path.max_stage_delay_ps: 530
  end_kind: "output pin"
  cp-start-kind: "flop"
  reg2reg_from: "state[0]$_DFF_P_"
  path_max_fanout: 1
  arrival_ps: 1100
  crit_chain: "clkdlybuf4s50_1"
  crit_buf_inv: 1
  path_delay_family: "buffers and inverters"
  critical_path.startpoint: "on_2by2$_DFFE_PP_"
  critical_path_depth: 1
  endpoint: "on_2by2"
  crit_type: "reg2out"
  slowest_stage: "clkdlybuf4s50_1"
  worst_ep_required_time_ps: 1360
place:
  placed_area_mm2: 0.00119
  dp_cells: 329
  portBuffers: 9
  routabilityCongestion: 0.679
  dp_hpwl_mm: 2.03
floorplanning:
  ios: 319
  die_x_um: 140
  initial_core_util_pct: 9.23
  dieArea_mm2: 0.0196
  design.core.area_mm2: 0.0140
  dieHeight_um: 140
  rows: 43
sta:
  max_freq_ghz: 0.696
  tns_ps: 0
  period_minus_slack_ps: 1440
  final-setup-viol-count: 0
  min_period_over_period_pct: 84.6
  hold_violations: 0
  report.final.slew_viol_count: 0
  hold_ws_ps: 440
  skew_ps: 0.520
  grt_setup_unrepaired: "no"
worst_hold_path:
  hp-class: "reg2reg"
  hold_path_depth: 0
synthesis:
  yosys_warnings: 37
  synth.avg_cell_area_um2: 9.09
  most_common_cell: "buf_4"
  synth_top_flop_cell: "edfxtp_1"
  yosys-top-cells-area: "buf_4 63%, edfxtp_1 19%, dfxtp_1 9.3%, nor2b_1 1.9%, or2_2 1.9%"
  ys_seq_share_pct: 27.9
  top_area_share_pct: 63.4
  ys_seq_elements: 14
  async_flop_share_pct: 0
  edf_count: 8
  synth_stat.cells: 142
  yosysChipArea_mm2: 0.00129
  top_cells_by_count: "109 x buf_4, 8 x edfxtp_1, 6 x dfxtp_1"
  netlist-cell-type-count: 11
  yosys.area.top_type: "buf_4"
  syn_area_mm2: 0.00129
  synthCells: 142
job:
  log.warning_count: 225
  drv_cap: 0
clock_tree:
  post_cts_resized: 0
  clkTransAtPathRegs_ps: 40
  root_buffer: "clkbuf_16"
  cts.sinks: 14
  cts_hold_buf: 0
  insertion_delay_ps: 240
  cts_setup_buffers: 0
  cts_tree: "built"
  htreeDepth: 1
  clockBufferDepth: 2
  numCtsBuffers: 3
global_route:
  antenna_found_initial: 0
  grt_usage_pct: 1.80
  grt_max_degree: 13
  overflow: 0
  grt_pass1_wl_mm: 3.08
  grt_pass1_vias: 679
power:
  powerDensity_mw_per_mm2: 728
  leakagePower_uw: 0.000609
  power.total_uw: 930
  vdd_drop_max_uv: 269
run_status:
  status: "finished clean"
through the flow:
step / utilization (%) / worst slack, ps
after floorplan: - / 628
after global placement: 8.50 / 484
after detailed placement: 8.50 / 486
after CTS: 9.13 / 223
after global routing: 9.13 / 210
final: 9.13 / 262
area by class of cell:
type,instances,area (um2)
sequential,14,360
multi-input combinational,126,513
timing repair buffer,9,90.1
tap,180,225
fill,1643,12700
clock buffer,4,88.8
worst min-delay path by stage:
| stage | start | endpoint | slack, ps |
|---|---|---|---|
| final | state[4]$_DFF_P_ | on_display$_DFFE_PP_ | 440 |
| after global routing | state[4]$_DFF_P_ | on_display$_DFFE_PP_ | 460 |
| after CTS | state[4]$_DFF_P_ | on_display$_DFFE_PP_ | 440 |
cells by family after synthesis:
family	count (synthesis)	synth area share, %
flops	14	27.9
simple gates	16	7.27
buf+inv	110	63.8
other cells	1	0.290
compound gates	1	0.775
placed cells by master (no fill, tap or decap):
cell,count
conb_1,109
clkdlybuf4s50_1,9
edfxtp_1,8
dfxtp_1,6
or3_1,4
or2_2,4
nor2b_1,4
nor2_1,3
clkbuf_16,3
or4_1,1
o21ba_2,1
clkbuf_8,1
where the power goes:
group / switching, uW / internal [uW]
registers: 8.96 / 378
clock network: 126 / 355
logic: 29.1 / 32.3
routing by layer:
layer / GRT usage, % / up-vias / routed length [um]
met4: 0.380 / 0 / 21
met1: 2.20 / 225 / 1010
met3: 0.685 / 2 / 160
met2: 2.94 / 61 / 1080
met5: 0 / - / 0
li1: - / 244 / -
No activity file was given, so power comes from the tool's default toggle rates.
